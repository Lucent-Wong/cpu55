### ./config.mk
export PLATFORM = sky130hd
export DESIGN_NAME = mux32x32
export DESIGN_NICKNAME = mux32x32
export VERILOG_FILES = /design/flow/design.v
export SDC_FILE = /design/flow/constraint.sdc
export NUM_CORES = 4
export LEC_CHECK = 1
export CORE_AREA = 10 10 408 408
export DIE_AREA = 0 0 418 418
### ./constraint.sdc
current_design mux32x32

set clk_period 11.6
set clk_io_pct 0.2

create_clock -name clk0 -period $clk_period

set non_clock_inputs [all_inputs -no_clocks]
set_input_delay [expr $clk_period * $clk_io_pct] -clock clk0 $non_clock_inputs
set_output_delay [expr $clk_period * $clk_io_pct] -clock clk0 [all_outputs]
### ./design.v
`timescale 1ns / 1ps
module mux32x32(
	input [4:0] select,
	input [31:0] data_in_0,
	input [31:0] data_in_1,
	input [31:0] data_in_2,
	input [31:0] data_in_3,
	input [31:0] data_in_4,
	input [31:0] data_in_5,
	input [31:0] data_in_6,
	input [31:0] data_in_7,
	input [31:0] data_in_8,
	input [31:0] data_in_9,
	input [31:0] data_in_10,
	input [31:0] data_in_11,
	input [31:0] data_in_12,
	input [31:0] data_in_13,
	input [31:0] data_in_14,
	input [31:0] data_in_15,
	input [31:0] data_in_16,
	input [31:0] data_in_17,
	input [31:0] data_in_18,
	input [31:0] data_in_19,
	input [31:0] data_in_20,
	input [31:0] data_in_21,
	input [31:0] data_in_22,
	input [31:0] data_in_23,
	input [31:0] data_in_24,
	input [31:0] data_in_25,
	input [31:0] data_in_26,
	input [31:0] data_in_27,
	input [31:0] data_in_28,
	input [31:0] data_in_29,
	input [31:0] data_in_30,
	input [31:0] data_in_31,	
	output reg [31:0] data_out
    );
	 always @(*)
	 begin
		case(select)
			5'b00000:begin
			data_out = data_in_0;
			end
			5'b00001:begin
			data_out = data_in_1;
			end
			5'b00010:begin
			data_out = data_in_2;
			end
			5'b00011:begin
			data_out = data_in_3;
			end
			5'b00100:begin
			data_out = data_in_4;
			end
			5'b00101:begin
			data_out = data_in_5;
			end
			5'b00110:begin
			data_out = data_in_6;
			end
			5'b00111:begin
			data_out = data_in_7;
			end
			5'b01000:begin
			data_out = data_in_8;
			end
			5'b01001:begin
			data_out = data_in_9;
			end
			5'b01010:begin
			data_out = data_in_10;
			end
			5'b01011:begin
			data_out = data_in_11;
			end
			5'b01100:begin
			data_out = data_in_12;
			end
			5'b01101:begin
			data_out = data_in_13;
			end
			5'b01110:begin
			data_out = data_in_14;
			end
			5'b01111:begin
			data_out = data_in_15;
			end
			5'b10000:begin
			data_out = data_in_16;
			end
			5'b10001:begin
			data_out = data_in_17;
			end
			5'b10010:begin
			data_out = data_in_18;
			end
			5'b10011:begin
			data_out = data_in_19;
			end
			5'b10100:begin
			data_out = data_in_20;
			end
			5'b10101:begin
			data_out = data_in_21;
			end
			5'b10110:begin
			data_out = data_in_22;
			end
			5'b10111:begin
			data_out = data_in_23;
			end
			5'b11000:begin
			data_out = data_in_24;
			end
			5'b11001:begin
			data_out = data_in_25;
			end
			5'b11010:begin
			data_out = data_in_26;
			end
			5'b11011:begin
			data_out = data_in_27;
			end
			5'b11100:begin
			data_out = data_in_28;
			end
			5'b11101:begin
			data_out = data_in_29;
			end
			5'b11110:begin
			data_out = data_in_30;
			end
			5'b11111:begin
			data_out = data_in_31;
			end
		endcase
	 end
endmodule
### ./run.sh
#!/bin/bash
# OpenROAD 26Q1-2900-gdf79404cd8, Yosys 0.63+post, stock flow scripts
make -C /OpenROAD-flow-scripts/flow DESIGN_CONFIG=/design/flow/config.mk WORK_HOME=/design/flow/orfs finish
==> run_results.csv <==
group,metric,value,unit
finish,ff_latch_area,0,um^2
global_routing,grt_pass1_wl,239000,um
clock_tree,holdBufCountCts,0,
drt,wl_per_cell,44.6,um
critical_path,required,9280,ps
floorplan,die_height,418,um
hold_path,holdPathStages,3,
global_routing,grt_pass1_vias,18600,
job,max_cap_viol_count,1,
final_timing,fin_tns_setup,0,ps
status,violations,"max-capacitance violations, max-slew violations",
yosys,top_cell,"nand3_1",
final_timing,fin_crit,9300,ps
critical_path,critical_path.slowest_cell,"nor3b_2",
yosys,simple_gate_share,0.612,
global_routing,antenna_found_initial,214,
final_timing,worst_slew_pin_slew,1500,ps
critical_path,cp_max_fo,29,
drt,wirelength,199000,um
finish,n_clock_buffer,0,
finish,nFillCells,18300,
yosys,top_area_cell,"nand3_1",
final_timing,hold_ws,5630,ps
yosys,yosys_warnings,1,
global_routing,grt.total_usage,0.218,
finish,seq_cells,0,
yosys,adder_share,0,
finish,area_growth,167,%
critical_path,cpPeakStageDelay,780,ps
power,leakage,7.10,nW
final_timing,setup_viol,0,
critical_path,path_cells,"clkdlybuf4s50_1 -> buf_4 -> nor3b_2 -> buf_4 -> buf_4 -> nand3_1 -> nand4_1 -> or4_1 -> o32a_1 -> clkdlybuf4s50_1",
critical_path,crit_family,"buffers and inverters",
floorplan,num_rows,146,
drt,final_antenna_net_count,0,
yosys,yosysCellCount,1354,
yosys,netlist_logic_family_top,"simple AND/OR/NAND/NOR gates",
floorplan,core_area,158000,um^2
global_routing,grt_max_degree,93,
power,ir_worst_vdd,13.4,uV
yosys,syn-mean-instance-area,5.88,um^2
job,tool_warnings,32,
final_timing,rsz0062_at_grt,"false",
critical_path,path_common_cell,"buf_4",
placed_design,placed_area,21000,um^2
finish,drive_gt1_frac,0.0514,
critical_path,cp-start-kind,"input port",
critical_path,critPathKind,"in -> out",
drt,vias_per_cell,4.20,
drt,dr_total_vias,18700,
floorplan,fp-utilization,0.0504,
floorplan,io_pins,1061,
final_timing,finalMaxSlewViolations,2,
clock_tree,cts_resized,0,
drt,drt-initial-drc-count,2369,
yosys,synthTopCellsByArea,"nand3_1 34%, nand4_1 12%, and3_1 9.6%",
yosys,ys_area,7960,um^2
yosys,synth_area,7960,um^2
yosys,ys_sh_aoi,0.262,
global_routing,grt-ovfl-total,0,
yosys,ys_seq_frac,0,
final_timing,finalCritPeriodShare,0.802,
finish,final_area,21200,um^2
placed_design,dpl.hpwl,177000,um
drt,drc_errors,0,
critical_path,crit_arrival,6980,ps
yosys,synth_cell_types,36,
power,p_per_area,37.0,nW/um^2
final_timing,max_slew_margin,-0.0280,
floorplan,die_w,418,um
yosys,ys_sh_xor,0,
yosys,synthMuxAreaShare,0.0170,
clock_tree,postCtsSetupRepairBufs,0,
critical_path,cp-startpoint,"select[0]",
critical_path,crit_path_end_kind,"output port",
yosys,syn_inst,1354,
critical_path,crit_buf_inv,5,
placed_design,finalWeightedCongestion,0.971,
status,status,"finished, violations left",
yosys,common_cells,"535 x nand3_1, 153 x nand4_1, 125 x clkbuf_1",
hold_path,hold_start,"data_in_0[16]",
final_timing,hold_violations,0,
drt,drt-pass1-iter-count,8,
placed_design,numPortBuffers,1061,
floorplan,chipArea,175000,um^2
final_timing,fmax,108,MHz
hold_path,hold_class,"in -> out",
yosys,synth.top_cell.area_share,0.336,
hold_path,hold_end,"data_out[16]",
kinds of logic (layout without fill, tap and decap cells):
kind of cell | count (synthesis) | after routing
multiplexers | 12 | 12
AND/OR/NAND/NOR | 880 | 880
other | 0 | 94
buffers and inverters | 202 | 1142
AND-OR/OR-AND | 260 | 260
through the flow:
| step | setup slack [ps] | std cells | utilization | power, W |
|---|---|---|---|---|
| after floorplan | 5330 | 1354 | - | 0.000140 |
| after global placement | 2080 | 4366 | 0.133 | 0.000795 |
| after detailed placement | 2160 | 4366 | 0.133 | 0.000790 |
| after CTS | 2160 | 4366 | 0.133 | 0.000795 |
| after global routing | 2100 | 4437 | 0.134 | 0.000811 |
| final | 2300 | 4460 | 0.135 | 0.000787 |
layer usage:
layer / track usage / share of wire
met1: 0.243 / 0.35
met2: 0.367 / 0.49
met3: 0.0789 / 0.10
met4: 0.102 / 0.053
met5: 0 / 0.0042
layout by cell type (no fill, tap or decap), types with 2 or more instances in the layout:
cell type,count
clkdlybuf4s50_1,1059
nand3_1,535
nand4_1,153
and3_1,121
diode_2,94
a22oi_1,83
buf_4,78
a32oi_1,70
or4_1,32
o32a_1,31
a2111oi_0,29
o21ai_0,20
mux2_2,12
and2_2,9
o21ai_1,7
a21oi_1,5
nor2_1,4
a32o_1,4
o211ai_1,4
nor3b_2,3
and3b_4,3
a2111oi_1,3
nand2_1,2
nor2b_4,2
and2_1,2
a31oi_1,2
nor3_2,2
nor4_1,2
buf_2,2
buf_12,2
power by group:
group	total, W	internal, W	switching [W]
Sequential	0	0	0
Clock	0.00000000105	0.00000000105	0
Combinational	0.000787	0.000411	0.000376
Total	0.000787	0.000411	0.000376
worst max-delay path by stage:
| stage | to | cells after the start |
|---|---|---|
| 5_1_grt | data_out[25] | 10 |
| 6_report | data_out[25] | 10 |
| 4_1_cts | data_out[25] | 10 |
final cells by class:
cell class / count / area [um^2] / share of cell area
tap: 2072 / 2590 / 0.122
timing repair buffer: 1141 / 11200 / 0.529
multi-input combinational: 1152 / 7180 / 0.338
inverter: 1 / 3.75 / 0.000177
antenna: 94 / 235 / 0.0111
No activity file was given, so power comes from the tool's default toggle rates.
